$ cat flow/constraint.sdc
current_design music_top_easy

set clk_period 1.0
set clk_io_pct 0.2

create_clock -name clk0 -period $clk_period [get_ports {CLK100MHZ}]

set non_clock_inputs [all_inputs -no_clocks]
set_input_delay [expr $clk_period * $clk_io_pct] -clock clk0 $non_clock_inputs
set_output_delay [expr $clk_period * $clk_io_pct] -clock clk0 [all_outputs]
$ cat flow/design.v
`timescale 1ns / 1ps
module music_top_easy(
    input wire CLK100MHZ,
    input wire music_enable,
    output wire AUD_PWM
    );
reg mclk_div_count;
reg music_clk;
reg mclk_div_count_1;
reg music_clk_1;
always @(posedge CLK100MHZ) begin
    mclk_div_count <= !mclk_div_count;
    if (mclk_div_count == 1'b1) music_clk <= !music_clk;
end
always @(posedge mclk_div_count) begin
    mclk_div_count_1 <= !mclk_div_count_1;
    if (mclk_div_count_1 == 1'b1) music_clk_1 <= !music_clk_1;
end
music_tune tune(
    .music_enable(music_enable),
    .clk(music_clk_1),
    .speaker(AUD_PWM)
    );
endmodule
`timescale 1ns / 1ps
module music_top_hard(
    input wire CLK100MHZ,
    input wire music_enable,
    output wire AUD_PWM
    );
reg mclk_div_count;
reg music_clk;
reg mclk_div_count_1;
reg music_clk_1;
always @(posedge CLK100MHZ) begin
    mclk_div_count <= !mclk_div_count;
    if (mclk_div_count == 1'b1) music_clk <= !music_clk;
end
music_tune tune(
    .music_enable(music_enable),
    .clk(music_clk),
    .speaker(AUD_PWM)
    );
endmodule
`timescale 1ns / 1ps
module music_tune(
    input music_enable,
	input clk,
	output reg speaker);
    reg [30:0] output_note;
    always @(posedge clk) if (music_enable) output_note <= output_note+31'd1;
    wire [7:0] fullnote;
    song_notes get_fullnote(.clk(clk), .address(output_note[29:22]), .note(fullnote));
    wire [2:0] octave;
    wire [3:0] note;
    split_note_octave get_octave_and_note(.numerator(fullnote[5:0]), .denominator(octave), .remainder(note));
    reg [8:0] prescaler;
    always @*
    case(note)
         0: prescaler = 9'd511;    
         1: prescaler = 9'd482;    
         2: prescaler = 9'd455;   
         3: prescaler = 9'd430;   
         4: prescaler = 9'd405;    
         5: prescaler = 9'd383;   
         6: prescaler = 9'd361;    
         7: prescaler = 9'd341;   
         8: prescaler = 9'd322;   
         9: prescaler = 9'd303;    
        10: prescaler = 9'd286;    
        11: prescaler = 9'd270; 
        default: prescaler = 9'd0;
    endcase
    reg [8:0] counter_note;
    reg [7:0] counter_octave;
    always @(posedge clk) 
        counter_note <= (counter_note==0 ? prescaler : counter_note- 9'd1);
    always @(posedge clk) 
        if(counter_note==0) 
            counter_octave <= (counter_octave==0 ? 8'd255 >> octave : counter_octave-8'd1);
    always @(posedge clk)
        if(music_enable==1)
            if(counter_note==0 && counter_octave==0 && fullnote!=0 && output_note[21:18]!=0) 
                speaker <= ~speaker;
            else
                speaker <= 0;
endmodule
`timescale 1ns / 1ps
module song_notes(
	input clk,
	input [7:0] address,
	output reg [7:0] note
);
always @(posedge clk)
case(address)
	  0: note<= 8'd29;
	  1: note<= 8'd31;
	  2: note<= 8'd32;
	  3: note<= 8'd34;
	  4: note<= 8'd24;
	  5: note<= 8'd34;
	  6: note<= 8'd32;
	  7: note<= 8'd31;
	  8: note<= 8'd32;
	  9: note<= 8'd34;
	 10: note<= 8'd24;
	 11: note<= 8'd34;
	 12: note<= 8'd32;
	 13: note<= 8'd34;
	 14: note<= 8'd24;
	 15: note<= 8'd34;
	 16: note<= 8'd32;
	 17: note<= 8'd32;
	 18: note<= 8'd31;
	 19: note<= 8'd32;
	 20: note<= 8'd31;
	 21: note<= 8'd27;
	 22: note<= 8'd29;
	 23: note<= 8'd29;
	 24: note<= 8'd29;
	 25: note<= 8'd27;
	 26: note<= 8'd24;
	 27: note<= 8'd24;
	 28: note<= 8'd24;
	 29: note<= 8'd24;
	 30: note<= 8'd24;
	 31: note<= 8'd24;
	 32: note<= 8'd29;
	 33: note<= 8'd31;
	 34: note<= 8'd32;
	 35: note<= 8'd31;
	 36: note<= 8'd32;
	 37: note<= 8'd34;
	 38: note<= 8'd32;
	 39: note<= 8'd34;
	 40: note<= 8'd24;
	 41: note<= 8'd34;
	 42: note<= 8'd32;
	 43: note<= 8'd29;
	 44: note<= 8'd29;
	 45: note<= 8'd31;
	 46: note<= 8'd32;
	 47: note<= 8'd34;
	 48: note<= 8'd24;
	 49: note<= 8'd25;
	 50: note<= 8'd29;
	 51: note<= 8'd34;
	 52: note<= 8'd32;
	 53: note<= 8'd34;
	 54: note<= 8'd29;
	 55: note<= 8'd27;
	 56: note<= 8'd24;
	 57: note<= 8'd32;
	 58: note<= 8'd31;
	 59: note<= 8'd29;
	 60: note<= 8'd29;
	 61: note<= 8'd24;
	 62: note<= 8'd29;
	 63: note<= 8'd31;
	 64: note<= 8'd29;
	 65: note<= 8'd31;
	 66: note<= 8'd32;
	 67: note<= 8'd31;
	 68: note<= 8'd29;
	 69: note<= 8'd31;
	 70: note<= 8'd29;
	 71: note<= 8'd31;
	 72: note<= 8'd32;
	 73: note<= 8'd31;
	 74: note<= 8'd29;
	 75: note<= 8'd27;
	 76: note<= 8'd31;
	 77: note<= 8'd24;
	 78: note<= 8'd32;
	 79: note<= 8'd34;
	 80: note<= 8'd24;
	 81: note<= 8'd29;
	 82: note<= 8'd27;
	 83: note<= 8'd29;
	 84: note<= 8'd31;
	 85: note<= 8'd32;
	 86: note<= 8'd29;
	 87: note<= 8'd32;
	 88: note<= 8'd31;
	 89: note<= 8'd27;
	 90: note<= 8'd29;
	 91: note<= 8'd29;
	 92: note<= 8'd27;
	 93: note<= 8'd29;
	 94: note<= 8'd31;
	 95: note<= 8'd32;
	 96: note<= 8'd34;
	 97: note<= 8'd24;
	 98: note<= 8'd31;
	 99: note<= 8'd27;
	100: note<= 8'd29;
	101: note<= 8'd27;
	102: note<= 8'd29;
	103: note<= 8'd31;
	104: note<= 8'd32;
	105: note<= 8'd29;
	106: note<= 8'd32;
	107: note<= 8'd31;
	108: note<= 8'd27;
	109: note<= 8'd29;
	110: note<= 8'd29;
	111: note<= 8'd27;
	112: note<= 8'd29;
	113: note<= 8'd31;
	114: note<= 8'd32;
	115: note<= 8'd24;
	116: note<= 8'd26;
	117: note<= 8'd28;
	118: note<= 8'd29;
	119: note<= 8'd31;
	120: note<= 8'd32;
	121: note<= 8'd34;
	122: note<= 8'd24;
	123: note<= 8'd34;
	124: note<= 8'd32;
	125: note<= 8'd31;
	126: note<= 8'd32;
	127: note<= 8'd34;
	128: note<= 8'd24;
	129: note<= 8'd34;
	130: note<= 8'd32;
	131: note<= 8'd34;
	132: note<= 8'd24;
	133: note<= 8'd34;
	134: note<= 8'd29;
	135: note<= 8'd28;
	136: note<= 8'd29;
	137: note<= 8'd29;
	138: note<= 8'd29;
	139: note<= 8'd31;
	140: note<= 8'd29;
	141: note<= 8'd29;
	142: note<= 8'd28;
	143: note<= 8'd29;
	144: note<= 8'd29;
	145: note<= 8'd31;
	146: note<= 8'd32;
	147: note<= 8'd34;
	148: note<= 8'd24;
	149: note<= 8'd34;
	150: note<= 8'd32;
	151: note<= 8'd31;
	152: note<= 8'd32;
	153: note<= 8'd34;
    154: note<= 8'd24;
	155: note<= 8'd34;
	156: note<= 8'd32;
	157: note<= 8'd34;
	158: note<= 8'd24;
	159: note<= 8'd34;
	160: note<= 8'd32;
	161: note<= 8'd32;
	162: note<= 8'd31;
	163: note<= 8'd32;
	164: note<= 8'd31;
	165: note<= 8'd27;
	166: note<= 8'd29;
	167: note<= 8'd29;
	168: note<= 8'd29;
	169: note<= 8'd27;
	170: note<= 8'd24;
	171: note<= 8'd24;
	172: note<= 8'd24;
	173: note<= 8'd24;
	174: note<= 8'd24;
	175: note<= 8'd24;
	176: note<= 8'd29;
	177: note<= 8'd31;
	178: note<= 8'd32;
	179: note<= 8'd31;
	180: note<= 8'd32;
	181: note<= 8'd34;
	182: note<= 8'd32;
	183: note<= 8'd34;
	184: note<= 8'd24;
	185: note<= 8'd34;
	186: note<= 8'd32;
	187: note<= 8'd29;
	188: note<= 8'd29;
	189: note<= 8'd31;
	190: note<= 8'd32;
	191: note<= 8'd34;
	192: note<= 8'd24;
	193: note<= 8'd25;
	194: note<= 8'd29;
	195: note<= 8'd34;
	196: note<= 8'd32;
	197: note<= 8'd34;
	198: note<= 8'd29;
	199: note<= 8'd27;
	200: note<= 8'd24;
	201: note<= 8'd32;
	202: note<= 8'd31;
	203: note<= 8'd29;
	204: note<= 8'd29;
	205: note<= 8'd24;
	206: note<= 8'd29;
	207: note<= 8'd31;
	208: note<= 8'd29;
	209: note<= 8'd31;
	210: note<= 8'd32;
	211: note<= 8'd31;
	212: note<= 8'd29;
	213: note<= 8'd31;
	214: note<= 8'd29;
	215: note<= 8'd31;
	216: note<= 8'd32;
	217: note<= 8'd31;
	218: note<= 8'd29;
	219: note<= 8'd27;
	220: note<= 8'd31;
	221: note<= 8'd24;
	222: note<= 8'd32;
	223: note<= 8'd34;
	224: note<= 8'd24;
	225: note<= 8'd29;
	226: note<= 8'd27;
	227: note<= 8'd29;
	228: note<= 8'd31;
	229: note<= 8'd32;
	230: note<= 8'd29;
	231: note<= 8'd32;
	232: note<= 8'd31;
	233: note<= 8'd27;
	234: note<= 8'd29;
	235: note<= 8'd29;
	236: note<= 8'd27;
	237: note<= 8'd29;
	238: note<= 8'd31;
	239: note<= 8'd32;
	240: note<= 8'd34;
	241: note<= 8'd24;
	242: note<= 8'd31;
	243: note<= 8'd27;
	244: note<= 8'd29;
	245: note<= 8'd27;
	246: note<= 8'd29;
	247: note<= 8'd31;
	248: note<= 8'd32;
	250: note<= 8'd29;
	251: note<= 8'd32;
	252: note<= 8'd31;
	253: note<= 8'd27;
	254: note<= 8'd29;
	default: note <= 8'd0;
endcase
endmodule
`timescale 1ns / 1ps
module split_note_octave(numerator, denominator, remainder);
    input [5:0] numerator;
    output [2:0] denominator;
    output [3:0] remainder;
    reg [2:0] octave;
    reg [3:0] note;
    assign remainder = {note, numerator[1:0]}; 
    always @(numerator[5:2]) 
    case(numerator[5:2])
       0: begin octave=0; note=0; end
       1: begin octave=0; note=1; end
       2: begin octave=0; note=2; end
       3: begin octave=1; note=0; end
       4: begin octave=1; note=1; end
       5: begin octave=1; note=2; end
       6: begin octave=2; note=0; end
       7: begin octave=2; note=1; end
       8: begin octave=2; note=2; end
       9: begin octave=3; note=0; end
      10: begin octave=3; note=1; end
      11: begin octave=3; note=2; end
      12: begin octave=4; note=0; end
      13: begin octave=4; note=1; end
      14: begin octave=4; note=2; end
      15: begin octave=5; note=0; end
    endcase
endmodule
$ cat flow/config.mk
export PLATFORM = sky130hd
export DESIGN_NAME = music_top_easy
export DESIGN_NICKNAME = music_top_easy
export VERILOG_FILES = /design/flow/design.v
export SDC_FILE = /design/flow/constraint.sdc
export NUM_CORES = 4
export LEC_CHECK = 1
export CORE_UTILIZATION = 50
$ cat flow/run.sh
#!/bin/bash
# OpenROAD 26Q1-2900-gdf79404cd8, Yosys 0.63+post, stock flow scripts
make -C /OpenROAD-flow-scripts/flow DESIGN_CONFIG=/design/flow/config.mk WORK_HOME=/design/flow/orfs finish
==> out/qor.txt <==
P per Cell Area: 19.18 nW/um^2
worst hold path type: reg2reg
max-cap violation count: 0
count of endpoints without a timing constraint: 96
Final ANT Viol Nets: 0
Post-Syn Instances: 511
diode count: 0
Final setup viols: 0
DR iter-0 viols: 308
Global Route Usage Sum: 21.48%
cycle use final: 47.16%
Die Wd: 98.63 um
Row Count: 34
Post CTS Setup Buffer Count: 0
met1 Use GR: 38.67%
cts repair resizes: 0
drt pass-1 iters: 5
most used flip-flop cell: edfxtp_1
ys cells: 511
largest net degree at the start of global routing: 55
Ys Warns: 7
yosys adder share: 8.791%
reg2reg start: mclk_div_count
floorplan core density: 52.50%
fmax: 2121 MHz
Synth Area in XOR/XNOR: 7.880%
Unique cell types: 82
detailed-route DRC error count: 0
RSZ-0062 raised after global routing: false
CP Data Arrival Time: 0.36 ns
maximum VDD drop: 0.1739 mV
initial antenna violation count: 0
port buffer count: 2
most common logic cell in the routed design: nand2_1
die span in y: 98.63 um
Setup crit start: mclk_div_count
total power: 0.08851 mW
Critical path buffers and inverters: 1
crit end category: register
hpwl dp: 7015 um
Hold Buf Count CTS: 0
Top cell area share: 25.73%
Clk pin slew, worst setup/hold paths: 0 ns
CP delay by family, top: flip-flops
Final Wtd Congestion: 0.9639
TNS Setup: 0 ns
leading area contributor after synthesis: edfxtp_1
CP startpoint kind: register
slowest cell delay on critical path: 0.32 ns
crit path time final: 0.4716 ns
Worst Min Path Start: mclk_div_count
max-slew violations: 0
Area growth syn-to-layout: -1.152%
Mux cell area share: 3.109%
crit-path cells: inv_1
Routed WL per cell: 16.70 um
count of library flops with an enable pin: 40
Top Ports: 3
ys async rst share: 0%
Compound-Gate Fraction of Synth Area: 20.16%
flops & latches, synth: 56
slowest CP cell: dfxtp_1
Least-Margin Pin Slew: 0.7995 ns
skew final: 0 ns
clock latency (worst-skew pair): 0 ns
Leak: 1.732 nW
via count: 3651
gr busiest metal: met1
top comb family, area: AND-OR/OR-AND gates
Worst EP required: 0.89 ns
DR vias/cell: 6.146
status: complete, no violations
most common logic cells in the final layout: nand2_1, edfxtp_1, nor2_1
first-pass GRT wire length: 16460 um
register pins left without a clock: 55
met3 usage: 0.7215%
OpenROAD warnings: 52
mean area per synthesized cell: 9.135 sq um
Die Size: 9727 sq um
layout cells sized above 1: 6.790%
yosys simple share: 19.62%
final WL: 9920 um
Yosys chip area: 4668 sq um
Final Hold Viols: 0
GRT overflow: 0
met2 global-route usage: 31.37%
Post-Syn Area: 4668 sq um
worst rel slew slack: 46.70%
CP Class: reg2reg
vias in the first global route: 3234
Seq share, synth: 32.59%
Crit Path Max Fanout: 3
hold slack: 0.3737 ns
core area: 8891 sq um
Top area cell types: edfxtp_1, ha_1, dfxtp_1
routing by layer:
layer  up-vias  wire (um)
li1       1824          -
met1      1712       5064
met2       113       4302
met3         2        525
met4         0         28
met5         -          0
per-stage QoR:
stage	util (%)	setup slack, ns	instances	area [sq um]
2_1_floorplan	-	0.5479	511	4668
3_3_place_gp	51.90	0.5333	594	4614
3_5_place_dp	51.90	0.5210	594	4614
4_1_cts	51.90	0.5267	594	4614
5_1_grt	51.90	0.5073	594	4614
6_report	51.90	0.5284	594	4614
area by class of cell:
class / count / area [sq um]
Fill cell: 804 / 4277
Sequential cell: 56 / 1521
Multi-Input combinational cell: 392 / 2780
Timing Repair Buffer: 8 / 65.06
Tap cell: 108 / 135.1
Inverter: 30 / 112.6
where the power goes:
part / internal, mW / switching, mW
Combinational: 0.00596 / 0.0249
Clock: 0 / 0
Sequential: 0.0576 / 0
Total: 0.0636 / 0.0249
Yosys cell counts (all sizes together) (3+ instances only):
master,count
nor2,39
xor2,17
a2111oi,4
dfxtp,16
and3,4
a211o,4
clkbuf,14
a21o,3
nor4b,4
and2,4
nor3,15
a31oi,4
nor4,7
o22ai,3
edfxtp,40
o211ai,8
a21oi,28
inv,28
nor2b,5
and4,3
a221o,3
a221oi,9
buf,19
nand3,21
xnor2,25
nand2b,11
ha,32
o21ai,32
a311oi,3
mux2i,10
o31ai,3
nand2,43
nand4,6
a211oi,8
final timing paths:
kind / to / slack [ns] / depth (start not counted)
min: mclk_div_count / 0.37 / 1
min reg2reg: mclk_div_count / 0.37 / 1
max reg2reg: mclk_div_count / 0.53 / 1
max: mclk_div_count / 0.53 / 1
registers in the layout (all words and copies together), names as in the netlist:
register	count
tune.speaker	1
tune.counter_note	9
tune.get_fullnote.note	5
mclk_div_count_1	1
music_clk_1	1
mclk_div_count	1
tune.counter_octave	8
tune.output_note	30
kinds of logic after synthesis:
kind of cell,count (synthesis)
compound gates,132
xor+xnor,42
fa+ha+maj,33
buf+inv,63
flops,56
mux,13
simple gates,172
Power is estimated from default activity; no workload was simulated.
