===== flow/design.v =====
`timescale 1ns / 1ps
module slow_clock(clk, slow_clk);
    input clk;
    output reg slow_clk = 0;
    parameter clkCounter = 3;  
    reg counter = 0;
    always@(posedge clk)
    begin
        counter <= (counter>=clkCounter)?0: counter+1;
        if (counter == 0)
            slow_clk = ~slow_clk;
    end
endmodule
`timescale 1ns / 1ps
module spriteDefs(
    input clk,
    input reset,
    input dataEnable,
    output R,
    output G,
    output B
    );
    wire pixelSlowClk;
    slow_clock slowClk(clk, pixelSlowClk);
    shapes shapeOne(pixelSlowClk, R, G, B);  
endmodule
module shapes(
    input slowClk,
    output reg R, G, B
); 
    reg [63:0] shape1mem[15:0];
    reg [3:0] row = 0;  
    reg [5:0] column = 0; 
	always @(posedge slowClk) begin
			shape1mem[0] = 64'b0000000000000000100110011001100110011001100110010000000000000000;
			shape1mem[1] = 64'b0000000000001001100110011001100110011001100110011001000000000000;
			shape1mem[2] = 64'b0000000010011001100110011001100110011001100110011001100100000000;
			shape1mem[3] = 64'b0000100110011001111111111001100110011001111111111001100110010000;
			shape1mem[4] = 64'b1001100110011111111111111111100110011111111111111111100110011001;
			shape1mem[5] = 64'b1001100110011111001111111111100110011111001111111111100110011001;
			shape1mem[6] = 64'b1001100110011111001111111111100110011111001111111111100110011001;
			shape1mem[7] = 64'b1001100110011001001111111001100110011001001111111001100110011001;
			shape1mem[8] = 64'b1001100110011001100110011001100110011001100110011001100110011001;
			shape1mem[9] = 64'b1001100110011001100110011001100110011001100110011001100110011001;
			shape1mem[10] = 64'b1001100110011001100110011001100110011001100110011001100110011001;
			shape1mem[11] = 64'b1001100110011001100110011001100110011001100110011001100110011001;
			shape1mem[12] = 64'b1001100110011001100110011001100110011001100110011001100110011001;
			shape1mem[13] = 64'b1001100110010000100110011001100110010000100110011001100110010000;
			shape1mem[14] = 64'b1001100100000000000010011001100100000000000010011001100100000000;
			shape1mem[15] = 64'b1001000000000000000000001001000000000000000000001001000000000000;
        end
integer i, j;
always @(posedge slowClk) begin
    R = shape1mem[row][column];
    column = column + 1;
    if (column == 5'b11111) begin
        column = 0;
        row = row + 1;
    end  
end  
endmodule
`timescale 1ns / 1ps
module top(
input clk,
input reset,
output R, 
output G, 
output B,
output hSync,
output vSync
    );
    wire hSync, vSync, dataEnable;
    wire [9:0] xPosition, yPosition;
    wire R, G, B;
    spriteDefs spriteOne(
    clk,
    reset,
    dataEnable,
    R,
    G,
    B
    );
    vga sprite_vga (
    reset,
    clk,
    hSync,
    vSync,
    dataEnable,
    xPosition,
    yPosition
    );
endmodule
`timescale 1ns / 1ps
module vga(
    input reset,
    input clk,
    output reg hSync,
    output reg vSync,
    output reg dataEnable,
    output reg [9:0] xPosition,
    output reg [9:0] yPosition
    );
    parameter HA_END = 639;            
    parameter HS_STA = HA_END + 16;    
    parameter HS_END = HS_STA + 96;    
    parameter LINE   = 799;            
    parameter VA_END = 479;            
    parameter VS_STA = VA_END + 10;    
    parameter VS_END = VS_STA + 2;     
    parameter SCREEN = 524;            
    wire slowClk;
    slow_clock slowClkGen(.clk(clk), .slow_clk(slowClk));
    always @(posedge slowClk) begin
        hSync <= (xPosition < HS_STA && xPosition > HS_END );  
        vSync <= (yPosition < VS_STA && yPosition > VS_END);
        dataEnable = (xPosition < HA_END && yPosition < VA_END);
    end
    always @(posedge slowClk)begin
        if (xPosition == LINE)begin
            xPosition <= 0;
            if ( yPosition == SCREEN)
                begin yPosition = 0; end
            else begin 
                yPosition <= yPosition + 1;
            end  
        end  
        else begin
            xPosition <= xPosition + 1;
        end  
        if (reset) begin
            xPosition <= 0;
            yPosition <= 0;
        end  
    end  
endmodule

===== flow/run.sh =====
#!/bin/bash
# OpenROAD 26Q1-2900-gdf79404cd8, Yosys 0.63+post, stock flow scripts
make -C /OpenROAD-flow-scripts/flow DESIGN_CONFIG=/design/flow/config.mk WORK_HOME=/design/flow/orfs finish

===== flow/config.mk =====
export PLATFORM = sky130hd
export DESIGN_NAME = top
export DESIGN_NICKNAME = top
export VERILOG_FILES = /design/flow/design.v
export SDC_FILE = /design/flow/constraint.sdc
export NUM_CORES = 4
export LEC_CHECK = 1
export CORE_UTILIZATION = 40

===== flow/constraint.sdc =====
current_design top

set clk_period 1.9
set clk_io_pct 0.2

create_clock -name clk0 -period $clk_period [get_ports {clk}]

set non_clock_inputs [all_inputs -no_clocks]
set_input_delay [expr $clk_period * $clk_io_pct] -clock clk0 $non_clock_inputs
set_output_delay [expr $clk_period * $clk_io_pct] -clock clk0 [all_outputs]

==> impl_metrics.yaml <==
# synthesis and place-and-route metrics
pwr:
  irDropWorstVdd_mv: 0.4475
  p_per_area_mw_per_mm2: 169.0
  power_uw: 191.2
  power_leakage_nw: 0.4016
final_timing:
  whs_ns: 0.3852
  tightest_slew_ns: 0.5911
  untimed_endpoints: 18
  slew_viol_final: 0
  setup_ws_ns: 1.046
  period_used_pct: 44.97
  max_slew_margin_pct: 60.26
  finalSetupViolCount: 0
  clock_skew_ns: 0.00001960
  hold_violations: 0
  min_period_ns: 0.8544
  unclocked_pins: 13
  fmax_mhz: 1170
  fin_setup_tns_ns: 0
  rsz0062_at_grt: "false"
placement:
  io_buffers: 3
  detailedPlace.worstSlack_ns: 1.048
  placed_area_mm2: 0.001109
  dp_hpwl_um: 1376
  dp.cells: 150
  gp_congestion: 0.7825
detailed_routing:
  drt_iter0_markers: 36
  route.antenna.diode_count: 0
  vias_per_cell: 5.458
  vias: 835
  drtAntennaViolNets: 0
  drtPass1Iterations: 4
  wl_per_cell_um: 12.37
  wl_um: 1892
  drc: 0
global_routing:
  gr-total-overflow: 0
  antenna_found_initial: 0
  grt_pass1_wl_um: 3029
  grt_util_all_layers_pct: 14.26
  grt_max_degree: 18
  grt_pass1_vias: 706
logic_synthesis:
  synth_area_mm2: 0.001101
  yosysWarnings: 6
  edf_count: 6
  ys_chip_area_mm2: 0.001101
  synth_flops: 17
  ys_async_sr_fraction_pct: 0
  ys.flop_type: "dfxtp_1"
  syn_area_per_cell_um2: 8.808
  synth_seq_share_pct: 36.36
  synth_cell_types: 42
  synthCells: 125
  ys_cells: 125
floorplan:
  dieArea_mm2: 0.002966
  boundaryPins: 7
  row_count: 18
  core_area_mm2: 0.002545
  die_x_um: 54.47
  die.size.y_um: 54.47
  core_util_floorplan_pct: 43.26
critical_path:
  cp.buffers_inverters: 1
  critPathMaxFanout: 12
  startpoint_type: "flip-flop"
  end_kind: "flip-flop"
  worstSetupPathType: "flip-flop to flip-flop"
  critPathTopFamily: "flip-flops"
  critPathRequiredTime_ns: 1.87
  cpPeakStageDelay_ns: 0.52
  cp_cell_sequence: "inv_1"
  cp_data_arrival_time_ns: 0.82
  slowest_stage: "edfxtp_1"
min_path:
  min_path_type: "flip-flop to flip-flop"
clocking:
  cts_max_path_buffers: 2
  cts_resized: 0
  postCtsSetupBuffers: 0
  insertion_delay_ns: 0.23
  cts.reportedPaths.clkPinSlew_ns: 0.04
  cts_tree: "done"
  cts_inserted_buffers: 3
  cts_max_level: 1
  cts_root_buf: "clkbuf_4"
  cts_hold_buf: 0
run_status:
  outcome: "completed"
finish:
  stdcell_area_mm2: 0.001131
  drive_above_1_share_pct: 7.317
  syn2layout_area_growth_pct: 2.727
  final_cells: 153
  finalCoreUtilization_pct: 44.44
  nFillCells: 250
job:
  log.warning_count: 30
  maxCapViolations: 0
## cells in the mapped netlist (2+ instances only)
| library cell | instances | share of area (%) |
|---|---|---|
| a21oi_1 | 7 | 3.2 |
| nand2_1 | 9 | 3.1 |
| clkbuf_1 | 6 | 2.0 |
| or2_2 | 2 | 1.1 |
| a221oi_1 | 2 | 1.6 |
| xnor2_1 | 2 | 1.6 |
| o21ai_0 | 5 | 2.3 |
| edfxtp_1 | 6 | 16 |
| nand3_1 | 2 | 0.91 |
| buf_6 | 3 | 3.1 |
| nand4_1 | 2 | 1.1 |
| and2_1 | 2 | 1.1 |
| o31ai_1 | 2 | 1.4 |
| xor2_1 | 5 | 4.0 |
| nand2b_1 | 3 | 1.7 |
| a311oi_1 | 2 | 1.6 |
| ha_1 | 6 | 6.8 |
| nor2_1 | 11 | 3.8 |
| buf_4 | 2 | 1.4 |
| inv_1 | 10 | 3.4 |
| o211ai_1 | 2 | 1.4 |
| nor3_1 | 3 | 1.4 |
| nand4b_1 | 2 | 1.6 |
| dfxtp_1 | 11 | 20 |
## cell families after synthesis
logic type | count (synthesis) | share of synthesized area [%]
compound gates | 33 | 21.82
xor+xnor | 7 | 5.568
fa+ha+maj | 6 | 6.818
buf+inv | 21 | 9.886
flops | 17 | 36.36
mux | 1 | 0.9091
other cells | 1 | 0.3406
simple gates | 39 | 18.30
## power breakdown
group          leakage (nW)  internal, mW  switching, mW  total, mW
logic                 0.229             0       0.000445   0.000445
registers             0.158        0.0906              0     0.0906
clock network        0.0138        0.0703         0.0298      0.100
total                 0.402         0.161         0.0303      0.191
## metal layers
| layer | share of wire (%) | GRT usage, % | vias up |
|---|---|---|---|
| met5 | 0 | 0 | - |
| met4 | 0 | 0.8547 | 0 |
| met3 | 3.9 | 1.972 | 0 |
| met2 | 44 | 21.75 | 23 |
| met1 | 52 | 23.29 | 377 |
| li1 | - | - | 435 |
## path summary, 6_finish.rpt
path                                                to  cells after the start  slack, ns                                 start
setup / recovery  spriteOne.slowClk.slow_clk$_DFFE_PN_                      1       1.05  spriteOne.slowClk.slow_clk$_DFFE_PN_
hold / removal       spriteOne.slowClk.counter$_DFF_P_                      1       0.39     spriteOne.slowClk.counter$_DFF_P_
setup reg to reg  spriteOne.slowClk.slow_clk$_DFFE_PN_                      1       1.05  spriteOne.slowClk.slow_clk$_DFFE_PN_
hold reg to reg      spriteOne.slowClk.counter$_DFF_P_                      1       0.39     spriteOne.slowClk.counter$_DFF_P_
## state kept, by name, summed over array words and instances, names as in the netlist
register / count
spriteOne.shapeOne.column: 6
spriteOne.shapeOne.row: 4
spriteOne.shapeOne.R: 1
spriteOne.slowClk.counter: 1
spriteOne.slowClk.slow_clk: 1
sprite_vga.hSync: 1
sprite_vga.slowClkGen.counter: 1
sprite_vga.slowClkGen.slow_clk: 1
sprite_vga.vSync: 1
## layout make-up
cell class              instances  area [um2]  share of cell area [%]
repair buffers                  3       30.03                   2.655
well taps                      30       37.54                   3.319
flip-flops and latches         17       400.4                   35.40
multi-input cells              90       603.1                   53.32
inverters                      10       37.54                   3.319
clock buffers                   3       22.52                   1.991
## cells in the final DEF (no fill, tap or decap), drive strengths merged, types with 2 or more instances in the layout
cell and instances:
nor2 11, dfxtp 11, inv 10, nand2 9
a21oi 7, o21ai 7, ha 6, edfxtp 6
xor2 5, conb 4, nor3 3, nand2b 3
clkbuf 3, clkdlybuf4s50 3, nand3 2, xnor2 2
o31ai 2, and2 2, or2 2, o211ai 2
nand4b 2, a311oi 2, a221oi 2, nand4 2
Power figures rest on the tool's default switching activity, not on a simulated workload.
